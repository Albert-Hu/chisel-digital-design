`design.v`:
```
module LedController(
  input        clock,
  input        reset,
  input  [1:0] io_in,
  output [7:0] io_out
);
  reg [31:0] cntReg;  
  reg [1:0] swReg;  
  reg [7:0] ledReg;  
  wire  _T = swReg != io_in;  
  wire [31:0] _T_3 = $signed(cntReg) - 32'sh1;  
  wire  _T_5 = 2'h0 == swReg;  
  wire  _T_6 = ledReg == 8'h0;  
  wire [8:0] _T_7 = {ledReg, 1'h0};  
  wire [8:0] _GEN_0 = _T_6 ? 9'h1 : _T_7;  
  wire  _T_8 = 2'h1 == swReg;  
  wire [7:0] _T_10 = {{1'd0}, ledReg[7:1]};  
  wire [7:0] _GEN_1 = _T_6 ? 8'h80 : _T_10;  
  wire  _T_11 = 2'h2 == swReg;  
  wire  _T_12 = ledReg == 8'hff;  
  wire [8:0] _T_14 = _T_7 | 9'h1;  
  wire [8:0] _GEN_2 = _T_12 ? 9'h0 : _T_14;  
  wire  _T_15 = 2'h3 == swReg;  
  wire [7:0] _T_18 = _T_10 | 8'h80;  
  wire [7:0] _GEN_3 = _T_12 ? 8'h0 : _T_18;  
  wire [7:0] _GEN_4 = _T_15 ? _GEN_3 : ledReg;  
  wire [8:0] _GEN_5 = _T_11 ? _GEN_2 : {{1'd0}, _GEN_4};  
  wire [8:0] _GEN_6 = _T_8 ? {{1'd0}, _GEN_1} : _GEN_5;  
  wire [8:0] _GEN_7 = _T_5 ? _GEN_0 : _GEN_6;  
  wire [8:0] _GEN_9 = cntReg[31] ? _GEN_7 : {{1'd0}, ledReg};  
  wire [8:0] _GEN_12 = _T ? 9'h0 : _GEN_9;  
  assign io_out = ledReg;  
  always @(posedge clock) begin
    if (reset) begin
      cntReg <= -32'sh1;
    end else if (_T) begin
      cntReg <= 32'sh2faf07e;
    end else if (cntReg[31]) begin
      cntReg <= 32'sh2faf07e;
    end else begin
      cntReg <= _T_3;
    end
    if (reset) begin
      swReg <= 2'h0;
    end else if (_T) begin
      swReg <= io_in;
    end
    if (reset) begin
      ledReg <= 8'h0;
    end else begin
      ledReg <= _GEN_12[7:0];
    end
  end
endmodule
module Top(
	input        clk,
  input        rst,
  input  [1:0] sw,
  output [7:0] led
);
	LedController m(
		.clock(clk),
		.reset(~rst),
		.io_in(sw),
		.io_out(led)
	);
endmodule
```
`run.sh`:
```
#!/bin/bash
# OpenROAD 26Q1-2900-gdf79404cd8, Yosys 0.63+post, stock flow scripts
make -C /OpenROAD-flow-scripts/flow DESIGN_CONFIG=/design/flow/config.mk WORK_HOME=/design/flow/orfs finish
```
`config.mk`:
```
export PLATFORM = sky130hd
export DESIGN_NAME = Top
export DESIGN_NICKNAME = Top
export VERILOG_FILES = /design/flow/design.v
export SDC_FILE = /design/flow/constraint.sdc
export NUM_CORES = 4
export LEC_CHECK = 1
export CORE_UTILIZATION = 40
```
`constraint.sdc`:
```
current_design Top

set clk_period 8.0
set clk_io_pct 0.2

create_clock -name clk0 -period $clk_period [get_ports {clk}]

set non_clock_inputs [all_inputs -no_clocks]
set_input_delay [expr $clk_period * $clk_io_pct] -clock clk0 $non_clock_inputs
set_output_delay [expr $clk_period * $clk_io_pct] -clock clk0 [all_outputs]
```
==> results.rst <==
Physical design figures
=======================

.. list-table::
   :header-rows: 1

   * - Metric
     - Value
   * - Status
     - completed
   * - Fill cell count
     - approximately 470
   * - Stage-log warning count
     - 25
   * - Post-CTS resize count
     - 0
   * - Fraction of synthesis flops using an asynchronous set or reset pin
     - 0%
   * - Antenna Violating Nets Remaining
     - 0
   * - Final Hold Viols
     - 0
   * - Dominant synthesized flop cell
     - dfxtp_1
   * - Uppermost layer routed
     - met4
   * - Pwr/cell area
     - about 170 mW/mm²
   * - Routed vias
     - 1,649
   * - Number of post-CTS setup repair buffers
     - 0
   * - Number of antenna violations at the first check in global routing
     - 0
   * - Max-slew violation count
     - 0
   * - DRT Wirelength
     - 4148 µm
   * - Clock transition at path regs
     - 0.08 ns
   * - Kind of path behind the tightest hold check
     - reg2reg
   * - Core Density at Floorplan
     - roughly two fifths
   * - Number of buffers inserted by port buffering
     - 11
   * - Yosys stat chip area
     - 0.001988 mm²
   * - Worst setup skew after layout
     - roughly 0.0099 ns
   * - Leakage power
     - 0.6872 nW
   * - Die Ht
     - roughly 73 µm
   * - Number of levels in the clock H-tree
     - 2
   * - Total antenna diodes in the routed design
     - 0
   * - Pin count of the biggest net entering global routing
     - 21
   * - Met3 wirelength from detailed routing
     - between 100 and 150 µm
   * - Chip Area
     - 0.005256 mm²
   * - Number of buffers on the longest clock path
     - 2
   * - Count of pins on the block boundary
     - 12
   * - Worst endpoint required time
     - between 8 and 9 ns
   * - Worst IR Drop VDD
     - ~0.086 mV
   * - Time the final worst path needs with I/O delays and setup
     - approximately 3.6 ns
   * - Fin crit share
     - 45.34%
   * - Clock tree from TritonCTS
     - yes
   * - Total grt overflow
     - 0
   * - DR DRC count
     - 0
   * - Routed length on met1
     - roughly 2200 µm
   * - RSZ-0062 raised after global routing
     - false
   * - Critical path type
     - in2reg
   * - CP startpoint kind
     - input port
   * - Buffer cell driving the clock tree root
     - clkbuf_8
   * - Total met2 wirelength after detailed routing
     - around 1800 µm
   * - HPWL Detailed
     - 2739 µm
   * - Cells after synthesis
     - approximately 230
   * - Max-cap violation count
     - 0
   * - Largest fanout of any net on the critical path
     - 20
   * - Kind of capture point of the worst setup path
     - flip-flop
   * - First-pass GRT wire length
     - ~7400 µm
   * - Peak clock frequency supported by timing
     - about 280 MHz
   * - Number of warnings printed during yosys synthesis
     - 1
   * - Average routed wire per standard cell
     - approximately 14 µm
   * - Hold slack
     - roughly 0.50 ns
   * - First DRT Iteration DRCs
     - between 70 and 80
   * - Total clock buffers created by CTS
     - 5
   * - Post-Synthesis Mean Instance Area
     - between 8 and 9 µm²
   * - Actual transition at the worst max-transition pin
     - 0.6483 ns
   * - Setup TNS Final
     - 0 ns
   * - Width of the die
     - 72.50 µm
   * - Ratio of cells with drive above 1 in the final layout
     - between 6 and 7%
   * - Number of global-route vias before repair
     - ~1,600
   * - Post-synth tally of flip-flops with integrated enable
     - 0
   * - Register share after synthesis
     - between 40% and 50%
   * - Worst slew margin relative to its limit
     - about 56%
   * - Latest clock arrival within the worst-skew pair
     - roughly 0.29 ns
   * - Area growth from synthesis to layout
     - 12.15%
   * - Weighted congestion at the end of routability-driven global placement
     - around 0.79
   * - Register bit count reported by yosys
     - 42
   * - CTS sink count
     - about 42
   * - CTS Hold Bufs
     - 0
   * - First-pass iteration count of the detailed router
     - 4
   * - Netlist area before placement
     - approximately 0.002 mm²
   * - Endpoints failing setup
     - 0
   * - Core Footprint
     - around 0.0048 mm²
   * - # rows
     - 25
   * - Yosys Instances
     - roughly 230
   * - Overall fraction of global-route tracks in use
     - about 18%
   * - Count of different cell masters after synthesis
     - around 40
   * - Arrival time at the worst endpoint
     - about 3.9 ns
   * - Number of vias per cell after detailed routing
     - approximately 5.5
==> path summary, 6_finish.rpt <==
path              slack [ns]      endpoint    startpoint  cells past startpoint
setup / recovery        4.37  m.cntReg[24]           rst                      5
hold / removal          0.50  m.cntReg[31]  m.cntReg[30]                      1
setup reg to reg        5.69  m.cntReg[24]  m.cntReg[16]                      4
hold reg to reg         0.50  m.cntReg[31]  m.cntReg[30]                      1
==> layer usage <==
layer,global-route usage [%],vias to the layer above
met2,26.79,15
met4,2.397,0
met1,28.52,763
met3,2.817,6
met5,0,-
li1,-,865
==> Yosys cell counts, drive strengths merged, types with 2 or more instances <==
cell / n / share of area, %
clkbuf: 9 / 1.8
dfxtp: 42 / 42
nand2: 19 / 3.6
nor2: 9 / 1.7
inv: 2 / 0.38
and2: 2 / 0.63
or4b: 3 / 1.5
nand3b: 2 / 0.75
xnor2: 7 / 3.1
nand2b: 4 / 1.3
o311ai: 3 / 1.3
mux2i: 7 / 3.5
o211ai: 4 / 1.5
a21oi: 3 / 0.75
or3: 9 / 2.8
xor2: 5 / 2.2
nor4: 11 / 4.1
and4: 3 / 1.3
or4: 14 / 5.5
and3: 2 / 0.63
nand4: 6 / 1.9
o31ai: 2 / 0.75
nand3: 14 / 3.5
o21ai: 22 / 5.5
o22ai: 2 / 0.63
nor3: 6 / 1.5
buf: 4 / 1.6
==> per-stage QoR <==
stage	utilization (%)	instance area, µm²	total power [mW]	instances	worst slack (ns)
6_report	46.89	2230	0.3697	301	4.373
5_1_grt	46.89	2230	0.3884	301	4.245
4_1_cts	46.89	2230	0.3765	301	4.345
3_5_place_dp	45.24	2151	0.2452	294	4.035
3_3_place_gp	45.24	2151	0.2452	294	4.104
2_1_floorplan	-	1988	0.2382	225	5.012
==> layout make-up <==
| type | count | area (µm²) | share of cell area (%) |
|---|---|---|---|
| Multi-Input combinational cell | 168 | 1079 | 48.37 |
| Sequential cell | 42 | 840.8 | 37.71 |
| Timing Repair Buffer | 15 | 140.1 | 6.285 |
| Tap cell | 67 | 83.83 | 3.760 |
| Clock buffer | 5 | 68.82 | 3.086 |
| Clock inverter | 2 | 10.01 | 0.4489 |
| Inverter | 2 | 7.507 | 0.3367 |
==> registers in the layout, summed over array words and instances (netlist names) <==
signal    cells
m.cntReg     32
m.ledReg      8
m.swReg       2
==> power by group <==
part	switching, mW	total [mW]	internal [mW]
Sequential	0.00691	0.222	0.215
Clock	0.0706	0.129	0.0586
Combinational	0.00955	0.0187	0.00914
==> cells by family (layout without fill, tap and decap cells) <==
kind of cell             after synthesis  count (layout)  share of synthesized area [%]
AND-OR/OR-AND                         41              41                          12.65
XOR/XNOR                              12              12                          5.286
buffers and inverters                 15              24                          3.712
flip-flops                            42              42                          42.29
adder cells (fa/ha/maj)                1               1                         0.6292
AND/OR/NAND/NOR                      107             107                          31.91
multiplexers                           7               7                          3.524
==> cell usage in the layout, fill, tap and decap left out, types with 3 or more instances in the layout <==
cell type	instances
dfxtp_1	42
o21ai_0	22
nand2_1	19
nand3_1	14
or4_1	13
clkdlybuf4s50_1	11
or3_1	9
nor2_1	9
nor4_1	9
mux2i_1	7
xnor2_1	7
nand4_1	6
xor2_1	5
nor3_1	5
clkbuf_8	5
nand2b_1	4
o211ai_1	4
buf_4	4
a21oi_1	3
o311ai_0	3
and4_1	3
or4b_1	3
==> worst max-delay path, stage by stage <==
cell	delay (ns)
clkdlybuf4s50_1	0.86
nand2b_1	0.19
or3_1	0.53
or4_1	0.56
o211ai_1	0.10
Power figures rest on the tool's default switching activity, not on a simulated workload.
